--- design/flow/design.v ---
`timescale 1ns / 1ps
module print_cathero(
	input [7:0] x, y, x_start, y_start,
	output print_cat,
	output reg [15:0] oled_data
    );
	assign print_cat = ((y == y_start + 0 && x == x_start + 3) ||
						(y == y_start + 0 && x == x_start + 4) ||
						(y == y_start + 1 && x >= x_start + 2 && x <= x_start + 3 ) ||
						(y == y_start + 1 && x == x_start + 4) ||
						(y == y_start + 1 && x == x_start + 8) ||
						(y == y_start + 1 && x == x_start + 13) ||
						(y == y_start + 2 && x == x_start + 1) ||
						(y == y_start + 2 && x == x_start + 2) ||
						(y == y_start + 2 && x == x_start + 3) ||
						(y == y_start + 2 && x == x_start + 4) ||
						(y == y_start + 2 && x == x_start + 7) ||
						(y == y_start + 2 && x == x_start + 8) ||
						(y == y_start + 2 && x == x_start + 9) ||
						(y == y_start + 2 && x == x_start + 12) ||
						(y == y_start + 2 && x == x_start + 13) ||
						(y == y_start + 2 && x == x_start + 14) ||
						(y == y_start + 3 && x == x_start + 0) ||
						(y == y_start + 3 && x == x_start + 1) ||
						(y == y_start + 3 && x == x_start + 2) ||
						(y == y_start + 3 && x == x_start + 3) ||
						(y == y_start + 3 && x == x_start + 7) ||
						(y == y_start + 3 && x == x_start + 8) ||
						(y == y_start + 3 && x >= x_start + 9 && x <= x_start + 13 ) ||
						(y == y_start + 3 && x == x_start + 14) ||
						(y == y_start + 4 && x == x_start + 0) ||
						(y == y_start + 4 && x == x_start + 1) ||
						(y == y_start + 4 && x == x_start + 2) ||
						(y == y_start + 4 && x == x_start + 7) ||
						(y == y_start + 4 && x >= x_start + 8 && x <= x_start + 13 ) ||
						(y == y_start + 4 && x >= x_start + 14 && x <= x_start + 15 ) ||
						(y == y_start + 5 && x == x_start + 0) ||
						(y == y_start + 5 && x == x_start + 1) ||
						(y == y_start + 5 && x == x_start + 2) ||
						(y == y_start + 5 && x >= x_start + 5 && x <= x_start + 7 ) ||
						(y == y_start + 5 && x >= x_start + 8 && x <= x_start + 9 ) ||
						(y == y_start + 5 && x == x_start + 10) ||
						(y == y_start + 5 && x >= x_start + 11 && x <= x_start + 12 ) ||
						(y == y_start + 5 && x == x_start + 13) ||
						(y == y_start + 5 && x == x_start + 14) ||
						(y == y_start + 5 && x == x_start + 15) ||
						(y == y_start + 5 && x == x_start + 16) ||
						(y == y_start + 6 && x == x_start + 0) ||
						(y == y_start + 6 && x == x_start + 1) ||
						(y == y_start + 6 && x == x_start + 2) ||
						(y == y_start + 6 && x == x_start + 6) ||
						(y == y_start + 6 && x >= x_start + 7 && x <= x_start + 11 ) ||
						(y == y_start + 6 && x == x_start + 12) ||
						(y == y_start + 6 && x >= x_start + 13 && x <= x_start + 14 ) ||
						(y == y_start + 6 && x == x_start + 15) ||
						(y == y_start + 7 && x == x_start + 0) ||
						(y == y_start + 7 && x == x_start + 1) ||
						(y == y_start + 7 && x >= x_start + 2 && x <= x_start + 3 ) ||
						(y == y_start + 7 && x == x_start + 4) ||
						(y == y_start + 7 && x >= x_start + 5 && x <= x_start + 7 ) ||
						(y == y_start + 7 && x >= x_start + 8 && x <= x_start + 10 ) ||
						(y == y_start + 7 && x == x_start + 11) ||
						(y == y_start + 7 && x == x_start + 12) ||
						(y == y_start + 7 && x == x_start + 13) ||
						(y == y_start + 7 && x == x_start + 14) ||
						(y == y_start + 7 && x == x_start + 15) ||
						(y == y_start + 7 && x == x_start + 16) ||
						(y == y_start + 8 && x == x_start + 1) ||
						(y == y_start + 8 && x == x_start + 2) ||
						(y == y_start + 8 && x >= x_start + 3 && x <= x_start + 5 ) ||
						(y == y_start + 8 && x == x_start + 6) ||
						(y == y_start + 8 && x >= x_start + 7 && x <= x_start + 11 ) ||
						(y == y_start + 8 && x >= x_start + 12 && x <= x_start + 14 ) ||
						(y == y_start + 8 && x == x_start + 15) ||
						(y == y_start + 9 && x >= x_start + 2 && x <= x_start + 3 ) ||
						(y == y_start + 9 && x >= x_start + 4 && x <= x_start + 6 ) ||
						(y == y_start + 9 && x == x_start + 7) ||
						(y == y_start + 9 && x >= x_start + 8 && x <= x_start + 10 ) ||
						(y == y_start + 9 && x >= x_start + 11 && x <= x_start + 13 ) ||
						(y == y_start + 9 && x == x_start + 14) ||
						(y == y_start + 9 && x == x_start + 15) ||
						(y == y_start + 10 && x == x_start + 3) ||
						(y == y_start + 10 && x >= x_start + 4 && x <= x_start + 6 ) ||
						(y == y_start + 10 && x == x_start + 7) ||
						(y == y_start + 10 && x >= x_start + 8 && x <= x_start + 10 ) ||
						(y == y_start + 10 && x >= x_start + 11 && x <= x_start + 12 ) ||
						(y == y_start + 10 && x == x_start + 13) ||
						(y == y_start + 10 && x == x_start + 14) ||
						(y == y_start + 11 && x == x_start + 2) ||
						(y == y_start + 11 && x >= x_start + 3 && x <= x_start + 4 ) ||
						(y == y_start + 11 && x >= x_start + 5 && x <= x_start + 9 ) ||
						(y == y_start + 11 && x == x_start + 10) ||
						(y == y_start + 11 && x >= x_start + 11 && x <= x_start + 13 ) ||
						(y == y_start + 11 && x == x_start + 14) ||
						(y == y_start + 12 && x == x_start + 2) ||
						(y == y_start + 12 && x == x_start + 3) ||
						(y == y_start + 12 && x >= x_start + 5 && x <= x_start + 6 ) ||
						(y == y_start + 12 && x == x_start + 9) ||
						(y == y_start + 12 && x == x_start + 10) ||
						(y == y_start + 12 && x == x_start + 13) ||
						(y == y_start + 12 && x == x_start + 14) ||
						(y == y_start + 13 && x == x_start + 2) ||
						(y == y_start + 13 && x == x_start + 5) ||
						(y == y_start + 13 && x == x_start + 10) ||
						(y == y_start + 13 && x == x_start + 13));
	always @(*)
	begin
		if ((y == y_start + 0 && x == x_start + 3) ||
			(y == y_start + 1 && x >= x_start + 2 && x <= x_start + 3 ) ||
			(y == y_start + 1 && x == x_start + 8) ||
			(y == y_start + 1 && x == x_start + 13) ||
			(y == y_start + 2 && x == x_start + 1) ||
			(y == y_start + 2 && x == x_start + 7) ||
			(y == y_start + 2 && x == x_start + 9) ||
			(y == y_start + 2 && x == x_start + 12) ||
			(y == y_start + 2 && x == x_start + 14) ||
			(y == y_start + 3 && x == x_start + 0) ||
			(y == y_start + 3 && x == x_start + 7) ||
			(y == y_start + 3 && x == x_start + 14) ||
			(y == y_start + 4 && x == x_start + 0) ||
			(y == y_start + 4 && x == x_start + 7) ||
			(y == y_start + 4 && x >= x_start + 14 && x <= x_start + 15 ) ||
			(y == y_start + 5 && x == x_start + 0) ||
			(y == y_start + 5 && x == x_start + 15) ||
			(y == y_start + 6 && x == x_start + 0) ||
			(y == y_start + 6 && x == x_start + 15) ||
			(y == y_start + 7 && x == x_start + 0) ||
			(y == y_start + 7 && x == x_start + 4) ||
			(y == y_start + 7 && x == x_start + 15) ||
			(y == y_start + 8 && x == x_start + 15) ||
			(y == y_start + 9 && x == x_start + 14) ||
			(y == y_start + 11 && x >= x_start + 3 && x <= x_start + 4 ) ||
			(y == y_start + 11 && x == x_start + 10) ||
			(y == y_start + 11 && x == x_start + 14) ||
			(y == y_start + 12 && x == x_start + 3) ||
			(y == y_start + 12 && x >= x_start + 5 && x <= x_start + 6 ) ||
			(y == y_start + 12 && x == x_start + 10) ||
			(y == y_start + 12 && x == x_start + 14) ||
			(y == y_start + 13 && x == x_start + 5) ||
			(y == y_start + 13 && x == x_start + 10)) oled_data <= 16'h39e7;
		else if ((y == y_start + 0 && x == x_start + 4) ||
				(y == y_start + 2 && x == x_start + 3) ||
				(y == y_start + 3 && x == x_start + 2) ||
				(y == y_start + 4 && x == x_start + 2) ||
				(y == y_start + 5 && x == x_start + 1) ||
				(y == y_start + 6 && x == x_start + 1) ||
				(y == y_start + 7 && x >= x_start + 2 && x <= x_start + 3 ) ||
				(y == y_start + 8 && x == x_start + 2) ||
				(y == y_start + 9 && x >= x_start + 2 && x <= x_start + 3 ) ||
				(y == y_start + 9 && x == x_start + 15) ||
				(y == y_start + 10 && x == x_start + 3) ||
				(y == y_start + 10 && x == x_start + 13)) oled_data <= 16'h630c;
		else if ((y == y_start + 1 && x == x_start + 4) ||
				(y == y_start + 2 && x == x_start + 4) ||
				(y == y_start + 3 && x == x_start + 1) ||
				(y == y_start + 3 && x >= x_start + 9 && x <= x_start + 13 ) ||
				(y == y_start + 4 && x == x_start + 1) ||
				(y == y_start + 4 && x >= x_start + 8 && x <= x_start + 13 ) ||
				(y == y_start + 5 && x == x_start + 2) ||
				(y == y_start + 5 && x >= x_start + 8 && x <= x_start + 9 ) ||
				(y == y_start + 5 && x >= x_start + 11 && x <= x_start + 12 ) ||
				(y == y_start + 5 && x == x_start + 14) ||
				(y == y_start + 6 && x == x_start + 2) ||
				(y == y_start + 6 && x >= x_start + 7 && x <= x_start + 11 ) ||
				(y == y_start + 6 && x >= x_start + 13 && x <= x_start + 14 ) ||
				(y == y_start + 7 && x >= x_start + 8 && x <= x_start + 10 ) ||
				(y == y_start + 8 && x >= x_start + 3 && x <= x_start + 5 ) ||
				(y == y_start + 8 && x >= x_start + 7 && x <= x_start + 11 ) ||
				(y == y_start + 9 && x >= x_start + 4 && x <= x_start + 6 ) ||
				(y == y_start + 9 && x >= x_start + 8 && x <= x_start + 10 ) ||
				(y == y_start + 10 && x >= x_start + 4 && x <= x_start + 6 ) ||
				(y == y_start + 10 && x >= x_start + 8 && x <= x_start + 10)) oled_data <= 16'hfd47;
		else if ((y == y_start + 2 && x == x_start + 2) ||
				(y == y_start + 7 && x == x_start + 1) ||
				(y == y_start + 8 && x == x_start + 1) ||
				(y == y_start + 10 && x == x_start + 14) ||
				(y == y_start + 11 && x == x_start + 2) ||
				(y == y_start + 11 && x >= x_start + 5 && x <= x_start + 9 ) ||
				(y == y_start + 12 && x == x_start + 2) ||
				(y == y_start + 12 && x == x_start + 9) ||
				(y == y_start + 12 && x == x_start + 13) ||
				(y == y_start + 13 && x == x_start + 2) ||
				(y == y_start + 13 && x == x_start + 13)) oled_data <= 16'h2104;
		else if ((y == y_start + 2 && x == x_start + 8) ||
				(y == y_start + 2 && x == x_start + 13) ||
				(y == y_start + 3 && x == x_start + 8)) oled_data <= 16'h9b23;
		else if ((y == y_start + 5 && x >= x_start + 5 && x <= x_start + 7 ) ||
				(y == y_start + 5 && x == x_start + 10) ||
				(y == y_start + 5 && x == x_start + 13) ||
				(y == y_start + 5 && x == x_start + 16) ||
				(y == y_start + 6 && x == x_start + 12) ||
				(y == y_start + 7 && x >= x_start + 5 && x <= x_start + 7 ) ||
				(y == y_start + 7 && x == x_start + 11) ||
				(y == y_start + 7 && x == x_start + 13) ||
				(y == y_start + 7 && x == x_start + 16)) oled_data <= 16'h3800;
		else if ((y == y_start + 7 && x == x_start + 14) ||
				(y == y_start + 8 && x >= x_start + 12 && x <= x_start + 14 ) ||
				(y == y_start + 9 && x >= x_start + 11 && x <= x_start + 13 ) ||
				(y == y_start + 10 && x >= x_start + 11 && x <= x_start + 12 )) oled_data <= 16'hfed5;
		else if (y == y_start + 7 && x == x_start + 12) oled_data <= 16'hfc51;
	end
endmodule
--- design/flow/run.sh ---
#!/bin/bash
# OpenROAD 26Q1-2900-gdf79404cd8, Yosys 0.63+post, stock flow scripts
make -C /OpenROAD-flow-scripts/flow DESIGN_CONFIG=/design/flow/config.mk WORK_HOME=/design/flow/orfs finish
--- design/flow/config.mk ---
export PLATFORM = sky130hd
export DESIGN_NAME = print_cathero
export DESIGN_NICKNAME = print_cathero
export VERILOG_FILES = /design/flow/design.v
export SDC_FILE = /design/flow/constraint.sdc
export NUM_CORES = 4
export LEC_CHECK = 1
export CORE_UTILIZATION = 30
--- design/flow/constraint.sdc ---
current_design print_cathero

set clk_period 7.0
set clk_io_pct 0.2

create_clock -name clk0 -period $clk_period

set non_clock_inputs [all_inputs -no_clocks]
set_input_delay [expr $clk_period * $clk_io_pct] -clock clk0 $non_clock_inputs
set_output_delay [expr $clk_period * $clk_io_pct] -clock clk0 [all_outputs]
==> results.json <==
{
  "syn2layout_area_growth_pct": 26.34,
  "die-area_um2": 22700,
  "hp-start": "x_start[1]",
  "portBuffers": 49,
  "synth_top_cell_by_area": "ha_1",
  "warnings": 56,
  "fp.dieW_um": 150.7,
  "layoutNonFillerInstCount": 1345,
  "synthCells": 931,
  "synth-edff-count": 0,
  "layout_top_cell": "buf_4",
  "worstPathArrival_ns": 5.41,
  "num_vias": 7385,
  "synth_warnings": 1,
  "grt_max_degree": 20,
  "largest_reg_flops": 15,
  "p_total_uw": 621.1,
  "fp_util": 0.3048,
  "synth.avg_cell_area_um2": 7.123,
  "cp-startpoint": "x_start[0]",
  "routed_wl_um": 24100,
  "worst_slew_pin_slew_ns": 0.8964,
  "crit_fanout": 8,
  "diodes": 0,
  "logic_family": "AND-OR/OR-AND gates",
  "drtIter0Drc": 540,
  "power_density_nw_per_um2": 74.14,
  "synthSimpleGateAreaFrac": 0.2558,
  "drv_cap": 0,
  "finalCritPeriodShare": 0.9722,
  "nFillCells": 2260,
  "synth_chip_area_um2": 6631,
  "drc": 0,
  "hpwl_um": 19980,
  "postSynth.asyncResetShare": 0,
  "setup_viol": 0,
  "avgViaCountPerCell": 5.491,
  "unclocked_pins": 15,
  "routedWlPerCell_um": 17.91,
  "min_path_cells": 10,
  "grt_use_total": 0.2190,
  "layout_top_cells": "buf_4, ha_1, nand2_1",
  "path_class": "input pin to output pin",
  "hold_buffers": 0,
  "largest_registers": "oled_data: 15 flops",
  "hold_path_class": "input pin to output pin",
  "synth.distinct_cells": 88,
  "grt_antenna_before_repair": 0,
  "ys_sh_adder": 0.2151,
  "ys_sh_aoi": 0.2875,
  "cp-end-kind": "output pin",
  "grt_pass1_vias": 7044,
  "die_h_um": 150.7,
  "place_congestion": 0.9995,
  "relSlewSlack": 0.3995,
  "pre_cts_ws_ns": 0.02679,
  "final_max_slew_viol_count": 0,
  "setup_total_negative_slack_ns": 0,
  "required_ns": 5.60,
  "hold_viol_final": 0,
  "synth_flops": 15,
  "timing.fmax_ghz": 0.1469,
  "synth-main-ff-cell": "dlxtn_1",
  "coreArea_um2": 21760,
  "outcome": "complete, no violations",
  "p_leak_nw": 3.680,
  "dr.pass1.iters": 8,
  "mux_share": 0.006226,
  "dp_cells": 1342,
  "ir_worst_vdd_mv": 0.03901,
  "crit_path_start_kind": "input pin",
  "io-pin-count": 49,
  "synth_top_area_share": 0.2151,
  "synthesis.area_um2": 6631,
  "grt_pass1_wl_um": 38120,
  "grt.overflow.total": 0,
  "num_rows": 54,
  "area_leaders": "ha_1, a21oi_1, xor2_1, xnor2_1, nand2_1",
  "postRouteAntennaNets": 0,
  "top_register": "oled_data",
  "untimed_endpoints": 31,
  "xor_share": 0.1430,
  "min_period_ns": 6.805,
  "timing.hold.ws_ns": 4.361,
  "setup_ws_ns": 0.1945,
  "layout-drive-gt1-share": 0.1831,
  "yosysCellCount": 931
}
-- per-layer routing --
layer | track usage | part of all wire | vias up
met2 | 0.3664 | 0.45 | 227
met4 | 0.04100 | 0.025 | 0
li1 | - | - | 3694
met3 | 0.01020 | 0.051 | 51
met5 | 0 | 0 | -
met1 | 0.3136 | 0.47 | 3413
-- per-stage QoR --
| step | cell area [um2] | util |
|---|---|---|
| after global placement | 8197 | 0.3768 |
| after floorplan | 6631 | - |
| after detailed placement | 8197 | 0.3768 |
| after global routing | 8378 | 0.3851 |
| final | 8378 | 0.3851 |
| after CTS | 8197 | 0.3768 |
-- worst max-delay path, stage by stage --
cell	delay [ns]
clkdlybuf4s50_1	0.51
buf_4	0.15
buf_4	0.16
a21oi_1	0.08
buf_4	0.15
o21ai_0	0.24
xnor2_1	0.14
ha_1	0.30
and4_1	0.22
nand2_1	0.07
o2111ai_1	0.23
buf_4	0.17
a311oi_1	0.10
o21ai_1	0.15
o21ai_1	0.13
a2111oi_4	0.33
nand4_4	0.15
nor3_4	0.21
nand3_1	0.11
clkdlybuf4s50_1	0.42
-- final cells by class --
cell class / instances / area (um2) / area share
multi-input combinational: 828 / 6161 / 0.7354
timing repair buffer: 178 / 1474 / 0.1759
tap: 280 / 350.3 / 0.04182
sequential: 15 / 225.2 / 0.02688
inverter: 44 / 167.7 / 0.02001
-- logic make-up (layout without fill, tap and decap cells) --
logic type | after synthesis | in the layout
compound gates | 282 | 282
xor+xnor | 101 | 101
fa+ha+maj | 114 | 114
buf+inv | 88 | 222
latches | 15 | 15
mux | 4 | 4
simple gates | 327 | 327
-- repair_timing --
action | 4_1_cts | 5_1_grt
buffers inserted | 0 | 3
hold endpoints to repair | 0 | 0
setup endpoints to repair | 0 | 1
gates resized | 0 | 46
-- power breakdown --
| part | total, mW | switching [mW] | leakage, nW | internal, mW |
|---|---|---|---|---|
| Sequential | 0.00678 | 0.000657 | 0.120 | 0.00612 |
| Combinational | 0.614 | 0.346 | 3.56 | 0.269 |
| Clock | 0 | 0 | 0 | 0 |
-- path summary, 6_finish.rpt --
check / to / slack (ns)
setup / recovery: print_cat / 0.19
hold / removal: print_cat / 4.36
-- cell usage after synthesis (all sizes together), types with 6 or more instances --
cell       n
clkbuf    13
and2       7
and3       7
nor2      53
a2111oi    8
nand2b    17
nand4     19
a211oi    11
a21o      22
xnor2     51
nor3      18
xor2      49
a31oi     18
o211ai    10
o21ai     55
o31ai      7
a221oi     6
and4       9
nor4       7
dlxtn     15
o2111ai    7
nor2b     20
a21oi     90
inv       44
nand3     38
nand2    104
ha       114
buf       31
Power and IR drop assume default switching activity.
