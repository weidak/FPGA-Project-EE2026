[./design.v]
`timescale 1ns / 1ps
module print_pighero(
	input [7:0] x, y, x_start, y_start, 
	output print_pighero,
	output reg [15:0]oled_data
    );
	assign print_pighero = ((y == y_start + 0 && x == x_start + 7) ||
							(y == y_start + 0 && x >= x_start + 8 && x <= x_start + 9 ) ||
							(y == y_start + 0 && x >= x_start + 10 && x <= x_start + 11 ) ||
							(y == y_start + 0 && x == x_start + 12) ||
							(y == y_start + 1 && x >= x_start + 6 && x <= x_start + 7 ) ||
							(y == y_start + 1 && x == x_start + 8) ||
							(y == y_start + 1 && x >= x_start + 9 && x <= x_start + 10 ) ||
							(y == y_start + 1 && x == x_start + 11) ||
							(y == y_start + 1 && x == x_start + 12) ||
							(y == y_start + 2 && x == x_start + 6) ||
							(y == y_start + 2 && x == x_start + 7) ||
							(y == y_start + 2 && x >= x_start + 8 && x <= x_start + 10 ) ||
							(y == y_start + 2 && x >= x_start + 11 && x <= x_start + 12 ) ||
							(y == y_start + 2 && x == x_start + 13) ||
							(y == y_start + 3 && x == x_start + 6) ||
							(y == y_start + 3 && x >= x_start + 7 && x <= x_start + 9 ) ||
							(y == y_start + 3 && x == x_start + 10) ||
							(y == y_start + 3 && x >= x_start + 11 && x <= x_start + 13 ) ||
							(y == y_start + 4 && x >= x_start + 5 && x <= x_start + 9 ) ||
							(y == y_start + 4 && x == x_start + 10) ||
							(y == y_start + 4 && x == x_start + 11) ||
							(y == y_start + 4 && x >= x_start + 12 && x <= x_start + 13 ) ||
							(y == y_start + 5 && x == x_start + 4) ||
							(y == y_start + 5 && x >= x_start + 5 && x <= x_start + 7 ) ||
							(y == y_start + 5 && x == x_start + 8) ||
							(y == y_start + 5 && x == x_start + 9) ||
							(y == y_start + 5 && x >= x_start + 10 && x <= x_start + 11 ) ||
							(y == y_start + 5 && x == x_start + 12) ||
							(y == y_start + 5 && x == x_start + 13) ||
							(y == y_start + 6 && x == x_start + 3) ||
							(y == y_start + 6 && x >= x_start + 4 && x <= x_start + 6 ) ||
							(y == y_start + 6 && x == x_start + 7) ||
							(y == y_start + 6 && x == x_start + 8) ||
							(y == y_start + 6 && x >= x_start + 9 && x <= x_start + 13 ) ||
							(y == y_start + 6 && x == x_start + 14) ||
							(y == y_start + 7 && x == x_start + 3) ||
							(y == y_start + 7 && x >= x_start + 4 && x <= x_start + 5 ) ||
							(y == y_start + 7 && x >= x_start + 6 && x <= x_start + 7 ) ||
							(y == y_start + 7 && x == x_start + 8) ||
							(y == y_start + 7 && x == x_start + 9) ||
							(y == y_start + 7 && x == x_start + 10) ||
							(y == y_start + 7 && x >= x_start + 11 && x <= x_start + 12 ) ||
							(y == y_start + 7 && x == x_start + 13) ||
							(y == y_start + 7 && x == x_start + 14) ||
							(y == y_start + 8 && x == x_start + 0) ||
							(y == y_start + 8 && x >= x_start + 2 && x <= x_start + 3 ) ||
							(y == y_start + 8 && x >= x_start + 4 && x <= x_start + 7 ) ||
							(y == y_start + 8 && x == x_start + 8) ||
							(y == y_start + 8 && x >= x_start + 9 && x <= x_start + 10 ) ||
							(y == y_start + 8 && x >= x_start + 11 && x <= x_start + 15 ) ||
							(y == y_start + 9 && x == x_start + 1) ||
							(y == y_start + 9 && x == x_start + 3) ||
							(y == y_start + 9 && x >= x_start + 4 && x <= x_start + 8 ) ||
							(y == y_start + 9 && x == x_start + 9) ||
							(y == y_start + 9 && x == x_start + 10) ||
							(y == y_start + 9 && x == x_start + 11) ||
							(y == y_start + 9 && x == x_start + 12) ||
							(y == y_start + 9 && x == x_start + 13) ||
							(y == y_start + 9 && x == x_start + 14) ||
							(y == y_start + 9 && x == x_start + 15) ||
							(y == y_start + 10 && x == x_start + 3) ||
							(y == y_start + 10 && x >= x_start + 4 && x <= x_start + 5 ) ||
							(y == y_start + 10 && x >= x_start + 6 && x <= x_start + 8 ) ||
							(y == y_start + 10 && x == x_start + 9) ||
							(y == y_start + 10 && x == x_start + 10) ||
							(y == y_start + 10 && x >= x_start + 11 && x <= x_start + 15 ) ||
							(y == y_start + 11 && x == x_start + 3) ||
							(y == y_start + 11 && x == x_start + 4) ||
							(y == y_start + 11 && x >= x_start + 5 && x <= x_start + 9 ) ||
							(y == y_start + 11 && x == x_start + 10) ||
							(y == y_start + 11 && x >= x_start + 11 && x <= x_start + 13 ) ||
							(y == y_start + 11 && x == x_start + 14) ||
							(y == y_start + 12 && x >= x_start + 4 && x <= x_start + 10 ) ||
							(y == y_start + 12 && x == x_start + 11) ||
							(y == y_start + 12 && x >= x_start + 12 && x <= x_start + 13 ) ||
							(y == y_start + 13 && x == x_start + 4) ||
							(y == y_start + 13 && x == x_start + 6) ||
							(y == y_start + 13 && x == x_start + 10) ||
							(y == y_start + 13 && x == x_start + 12));
	always @ (*) begin
		if ((y == y_start + 0 && x == x_start + 7) ||
			(y == y_start + 0 && x >= x_start + 10 && x <= x_start + 11 ) ||
			(y == y_start + 1 && x >= x_start + 6 && x <= x_start + 7 ) ||
			(y == y_start + 1 && x >= x_start + 9 && x <= x_start + 10 ) ||
			(y == y_start + 1 && x == x_start + 12) ||
			(y == y_start + 2 && x == x_start + 6) ||
			(y == y_start + 2 && x >= x_start + 8 && x <= x_start + 10 ) ||
			(y == y_start + 2 && x == x_start + 13) ||
			(y == y_start + 3 && x >= x_start + 7 && x <= x_start + 9 ) ||
			(y == y_start + 3 && x >= x_start + 11 && x <= x_start + 13 )) oled_data <= 16'h22c0;
		else if ((y == y_start + 0 && x >= x_start + 8 && x <= x_start + 9 ) ||
				(y == y_start + 0 && x == x_start + 12) ||
				(y == y_start + 3 && x == x_start + 6) ||
				(y == y_start + 3 && x == x_start + 10)) oled_data <= 16'h0841;
		else if ((y == y_start + 1 && x == x_start + 8) ||
				(y == y_start + 1 && x == x_start + 11) ||
				(y == y_start + 2 && x == x_start + 7) ||
				(y == y_start + 2 && x >= x_start + 11 && x <= x_start + 12 ) ||
				(y == y_start + 7 && x == x_start + 10) ||
				(y == y_start + 7 && x == x_start + 13)) oled_data <= 16'h0000;
		else if ((y == y_start + 4 && x >= x_start + 5 && x <= x_start + 9 ) ||
				(y == y_start + 4 && x >= x_start + 12 && x <= x_start + 13 ) ||
				(y == y_start + 5 && x == x_start + 4) ||
				(y == y_start + 5 && x == x_start + 13) ||
				(y == y_start + 6 && x == x_start + 3) ||
				(y == y_start + 6 && x == x_start + 14) ||
				(y == y_start + 7 && x == x_start + 3) ||
				(y == y_start + 7 && x == x_start + 14) ||
				(y == y_start + 8 && x == x_start + 0) ||
				(y == y_start + 8 && x >= x_start + 2 && x <= x_start + 3 ) ||
				(y == y_start + 9 && x == x_start + 1) ||
				(y == y_start + 9 && x == x_start + 3) ||
				(y == y_start + 9 && x == x_start + 12) ||
				(y == y_start + 9 && x == x_start + 14) ||
				(y == y_start + 10 && x == x_start + 3) ||
				(y == y_start + 11 && x == x_start + 3) ||
				(y == y_start + 11 && x == x_start + 14) ||
				(y == y_start + 12 && x >= x_start + 4 && x <= x_start + 10 ) ||
				(y == y_start + 12 && x >= x_start + 12 && x <= x_start + 13 ) ||
				(y == y_start + 13 && x == x_start + 4) ||
				(y == y_start + 13 && x == x_start + 6) ||
				(y == y_start + 13 && x == x_start + 10) ||
				(y == y_start + 13 && x == x_start + 12)) oled_data <= 16'hc2aa;
		else if ((y == y_start + 5 && x == x_start + 8) ||
				(y == y_start + 5 && x >= x_start + 10 && x <= x_start + 11 ) ||
				(y == y_start + 6 && x == x_start + 7) ||
				(y == y_start + 6 && x >= x_start + 9 && x <= x_start + 13 ) ||
				(y == y_start + 7 && x >= x_start + 6 && x <= x_start + 7 ) ||
				(y == y_start + 7 && x == x_start + 9) ||
				(y == y_start + 7 && x >= x_start + 11 && x <= x_start + 12 ) ||
				(y == y_start + 8 && x >= x_start + 4 && x <= x_start + 7 ) ||
				(y == y_start + 8 && x >= x_start + 9 && x <= x_start + 10 ) ||
				(y == y_start + 9 && x >= x_start + 4 && x <= x_start + 8 ) ||
				(y == y_start + 9 && x == x_start + 10) ||
				(y == y_start + 10 && x >= x_start + 4 && x <= x_start + 5 ) ||
				(y == y_start + 10 && x == x_start + 10) ||
				(y == y_start + 11 && x == x_start + 4) ||
				(y == y_start + 11 && x >= x_start + 11 && x <= x_start + 13 )) oled_data <= 16'hfc51;
		else if ((y == y_start + 5 && x >= x_start + 5 && x <= x_start + 7 ) ||
				(y == y_start + 5 && x == x_start + 12) ||
				(y == y_start + 6 && x >= x_start + 4 && x <= x_start + 6 ) ||
				(y == y_start + 7 && x >= x_start + 4 && x <= x_start + 5 ) ||
				(y == y_start + 10 && x >= x_start + 6 && x <= x_start + 8 ) ||
				(y == y_start + 11 && x >= x_start + 5 && x <= x_start + 9 )) oled_data <= 16'hd34d;
		else if ((y == y_start + 9 && x == x_start + 13)) oled_data <= 16'he471;
	end
endmodule
[./run.sh]
#!/bin/bash
# OpenROAD 26Q1-2900-gdf79404cd8, Yosys 0.63+post, stock flow scripts
make -C /OpenROAD-flow-scripts/flow DESIGN_CONFIG=/design/flow/config.mk WORK_HOME=/design/flow/orfs finish
[./config.mk]
export PLATFORM = sky130hd
export DESIGN_NAME = print_pighero
export DESIGN_NICKNAME = print_pighero
export VERILOG_FILES = /design/flow/design.v
export SDC_FILE = /design/flow/constraint.sdc
export NUM_CORES = 4
export LEC_CHECK = 1
export CORE_UTILIZATION = 30
[./constraint.sdc]
current_design print_pighero

set clk_period 5.8
set clk_io_pct 0.2

create_clock -name clk0 -period $clk_period

set non_clock_inputs [all_inputs -no_clocks]
set_input_delay [expr $clk_period * $clk_io_pct] -clock clk0 $non_clock_inputs
set_output_delay [expr $clk_period * $clk_io_pct] -clock clk0 [all_outputs]
==> out/metrics.yaml <==
vias: 6722
crit_path_end_kind: "output port"
syn_area_sq_um: 5900
ios: 49
drcViolationCount: 0
syn_avg_cell_area_sq_um: 7.31
dpl.hpwl_mm: 18.3
die_h_um: 142
ir_drop_uv: 48.1
ant_nets: 0
synthCells: 807
setup_ws_ns: 0.255
ff_type: "dlxtn_1"
fmax_ghz: 0.180
status: "finished, final reports clean"
core_area_sq_um: 19000
synth-edff-count: 0
grt_pass1_vias: 6273
hold_path_class: "in2out"
routed_via_density: 5.26
cpPeakStageDelay_ns: 0.44
power.leakage_nw: 3.71
max_cap_viol_count: 0
lay_top_count: "buf_4"
untimed_endpoints: 29
lay_top_cells: "buf_4 (191), ha_1 (96), nand2_1 (66)"
grt_max_degree: 18
overflow: 0
fill_cells: 1884
period_used_share: 0.956
synthArstFlopShare: 0
start_kind: "primary input"
fp_util: 0.311
dp_cells: 1274
routabilityCongestion: 1.01
setup_violations: 0
p_per_area_nw_per_um2: 92.6
drv_slew: 0
largest-register: "oled_data"
whs_ns: 3.54
chipWidth_um: 142
top_regs: "oled_data x13"
period_needed_ns: 5.55
fin_util: 0.446
largest_register_ffs: 13
antenna_found_initial: 0
path_common_cell: "buf_4"
numPortBuffers: 49
relSlewSlack: 0.618
critical_path_class: "in2out"
drt_wl_total_mm: 21.7
fin_cells: 1279
first_pass_iters: 7
max_slew.worst_pin.slew_ns: 0.568
hold_buffers: 0
yosysWarnings: 1
final_hold_viol_count: 0
unclocked_regs: 13
wl_per_cell_um: 17.0
synthToLayoutAreaGrowth_pct: 43.3
path_cells: "clkdlybuf4s50_1, buf_4, buf_4, xor2_1, ha_1, nand2_1, o21ai_0, o211ai_1, buf_4, and3_1, a2111oi_2, o211ai_1, nor3_2, nand3_1, dlymetal6s2s_1"
top_area_frac: 0.227
pre_cts_ws_ns: -0.643
first_iter_violations: 388
antenna_cells: 0
num_rows: 50
warning_count: 58
drive_gt1_frac: 0.291
ys.flops: 13
cp.arrival_ns: 4.39
rsz0062_at_grt: "false"
grt_pass1_wl_mm: 34.4
grt_usage: 0.222
required_ns: 4.64
ys_area_sq_um: 5900
die_area_sq_um: 20200
ys_types: 95
cp_max_fo: 6
yosys.area.top_type: "ha_1"
critPathSlowestCell: "clkdlybuf4s50_1"
area_leaders: "ha_1 (23%), xnor2_1 (8.3%), a21oi_1 (5.6%)"
ys_cells: 807
## report_power, final
group          total, mW  switching [mW]  internal, mW
Sequential       0.00714        0.000614       0.00653
Clock                  0               0             0
Combinational      0.775           0.407         0.368
Total              0.782           0.408         0.374
## worst paths after layout
kind	from	end	slack [ns]	cells past startpoint
min	x_start[3]	print_pighero	3.54	10
max	x_start[6]	print_pighero	0.25	15
## cells in the mapped netlist, types with 11 or more instances
library cell  number
ha_1             107
nor2_1            68
nand2_1           67
a21oi_1           66
xnor2_1           56
inv_1             37
o21ai_0           35
xor2_1            33
nand3_1           24
nand4_1           22
a211oi_1          16
nor2b_1           14
a21o_1            13
dlxtn_1           13
clkbuf_1          12
nor3_1            12
o211ai_1          12
buf_2             11
## area by class of cell
cell class / count / area, sq um / area share
Timing Repair Buffer: 250 / 2070 / 0.245
Multi-Input combinational cell: 718 / 5720 / 0.677
Inverter: 38 / 145 / 0.0172
Tap cell: 260 / 325 / 0.0385
Sequential cell: 13 / 195 / 0.0231
## worst max-delay path, delay by kind of cell
kind	cells	cell delay [ns]
xor+xnor	1	0.17
fa+ha+maj	1	0.29
compound gates	4	1.15
simple gates	4	0.53
buf+inv	5	1.08
## repair_timing
| action | CTS | global route |
|---|---|---|
| setup endpoints to repair | 1 | 1 |
| hold endpoints to repair | 0 | 0 |
| setup buffers | 4 | 1 |
| pin swaps | 30 | 16 |
| resized | 71 | 38 |
| cloned | 0 | 0 |
## through the flow
| stage | area (sq um) | setup TNS (ns) | power [mW] |
|---|---|---|---|
| 5_1_grt | 8450 | 0 | 0.860 |
| 6_report | 8450 | 0 | 0.782 |
| 3_5_place_dp | 8030 | -0.643 | 0.725 |
| 2_1_floorplan | 5900 | 0 | 0.415 |
| 3_3_place_gp | 8030 | -0.641 | 0.723 |
| 4_1_cts | 8290 | -0.0462 | 0.756 |
## routing by layer
metal / vias to the layer above / wire length, um / global-route usage / share of wire
li1: 3417 / - / - / -
met1: 3068 / 10400 / 0.326 / 0.48
met2: 204 / 9500 / 0.352 / 0.44
met3: 33 / 1150 / 0.0164 / 0.053
met4: 0 / 617 / 0.0498 / 0.028
met5: - / 0 / 0 / 0
## cell families (layout without fill, tap and decap cells)
group / count (synthesis) / in the layout / share of synthesized area
multiplexers: 3 / 3 / 0.00509
AND-OR/OR-AND: 241 / 241 / 0.285
XOR/XNOR: 95 / 95 / 0.150
latches: 13 / 13 / 0.0331
buffers and inverters: 76 / 288 / 0.0605
adder cells (fa/ha/maj): 107 / 107 / 0.227
AND/OR/NAND/NOR: 272 / 272 / 0.239
Power and IR drop assume default switching activity.
