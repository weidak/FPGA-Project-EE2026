--- design/flow/run.sh ---
#!/bin/bash
# OpenROAD 26Q1-2900-gdf79404cd8, Yosys 0.63+post, stock flow scripts
make -C /OpenROAD-flow-scripts/flow DESIGN_CONFIG=/design/flow/config.mk WORK_HOME=/design/flow/orfs finish
--- design/flow/config.mk ---
export PLATFORM = sky130hd
export DESIGN_NAME = print_block
export DESIGN_NICKNAME = print_block
export VERILOG_FILES = /design/flow/design.v
export SDC_FILE = /design/flow/constraint.sdc
export NUM_CORES = 4
export LEC_CHECK = 1
export CORE_UTILIZATION = 50
--- design/flow/constraint.sdc ---
current_design print_block

set clk_period 6.9
set clk_io_pct 0.2

create_clock -name clk0 -period $clk_period

set non_clock_inputs [all_inputs -no_clocks]
set_input_delay [expr $clk_period * $clk_io_pct] -clock clk0 $non_clock_inputs
set_output_delay [expr $clk_period * $clk_io_pct] -clock clk0 [all_outputs]
--- design/flow/design.v ---
`timescale 1ns / 1ps
module print_block(
	input [3:0] num,
	input [7:0] x, y, x_end, y_start,
	output print_block,
	output reg [15:0] oled_data
    );
	wire [7:0] min_x; 
	assign print_block = ((x >= x_end - 35 && x <= x_end && y >= y_start && y <= y_start + 36));
	always @(*)
	begin
		if ((y == y_start + 0 && x <= x_end - 0 && x >= x_end - 35) ||
			(y == y_start + 1 && x <= x_end - 0 && x >= x_end - 35 )) oled_data <= 16'h86e8;
		else if ((y == y_start + 2 && x <= x_end - 0 && x >= x_end - 1 ) ||
				(y == y_start + 2 && x == x_end - 3) ||
				(y == y_start + 2 && x <= x_end - 5 && x >= x_end - 7 ) ||
				(y == y_start + 2 && x == x_end - 9) ||
				(y == y_start + 2 && x <= x_end - 12 && x >= x_end - 13 ) ||
				(y == y_start + 2 && x == x_end - 15) ||
				(y == y_start + 2 && x <= x_end - 17 && x >= x_end - 19 ) ||
				(y == y_start + 2 && x == x_end - 21) ||
				(y == y_start + 2 && x <= x_end - 23 && x >= x_end - 25 ) ||
				(y == y_start + 2 && x == x_end - 27) ||
				(y == y_start + 2 && x <= x_end - 30 && x >= x_end - 31 ) ||
				(y == y_start + 2 && x == x_end - 33) ||
				(y == y_start + 2 && x == x_end - 35) ||
				(y == y_start + 3 && x == x_end - 4) ||
				(y == y_start + 3 && x == x_end - 9) ||
				(y == y_start + 3 && x == x_end - 11) ||
				(y == y_start + 3 && x == x_end - 16) ||
				(y == y_start + 3 && x == x_end - 22) ||
				(y == y_start + 3 && x == x_end - 27) ||
				(y == y_start + 3 && x == x_end - 29) ||
				(y == y_start + 3 && x == x_end - 34) ||
				(y == y_start + 4 && x == x_end - 2) ||
				(y == y_start + 4 && x == x_end - 6) ||
				(y == y_start + 4 && x == x_end - 10) ||
				(y == y_start + 4 && x == x_end - 13) ||
				(y == y_start + 4 && x == x_end - 15) ||
				(y == y_start + 4 && x == x_end - 20) ||
				(y == y_start + 4 && x == x_end - 24) ||
				(y == y_start + 4 && x == x_end - 28) ||
				(y == y_start + 4 && x == x_end - 31) ||
				(y == y_start + 4 && x == x_end - 33)) oled_data <= 16'h1d40;
		else if ((y == y_start + 2 && x == x_end - 2) ||
				(y == y_start + 2 && x == x_end - 4) ||
				(y == y_start + 2 && x == x_end - 8) ||
				(y == y_start + 2 && x <= x_end - 10 && x >= x_end - 11 ) ||
				(y == y_start + 2 && x == x_end - 14) ||
				(y == y_start + 2 && x == x_end - 16) ||
				(y == y_start + 2 && x == x_end - 20) ||
				(y == y_start + 2 && x == x_end - 22) ||
				(y == y_start + 2 && x == x_end - 26) ||
				(y == y_start + 2 && x <= x_end - 28 && x >= x_end - 29 ) ||
				(y == y_start + 2 && x == x_end - 32) ||
				(y == y_start + 2 && x == x_end - 34) ||
				(y == y_start + 3 && x <= x_end - 0 && x >= x_end - 3 ) ||
				(y == y_start + 3 && x <= x_end - 5 && x >= x_end - 8 ) ||
				(y == y_start + 3 && x == x_end - 10) ||
				(y == y_start + 3 && x <= x_end - 12 && x >= x_end - 15 ) ||
				(y == y_start + 3 && x <= x_end - 17 && x >= x_end - 21 ) ||
				(y == y_start + 3 && x <= x_end - 23 && x >= x_end - 26 ) ||
				(y == y_start + 3 && x == x_end - 28) ||
				(y == y_start + 3 && x <= x_end - 30 && x >= x_end - 33 ) ||
				(y == y_start + 3 && x == x_end - 35) ||
				(y == y_start + 4 && x == x_end - 3) ||
				(y == y_start + 4 && x == x_end - 5) ||
				(y == y_start + 4 && x == x_end - 9) ||
				(y == y_start + 4 && x == x_end - 14) ||
				(y == y_start + 4 && x == x_end - 21) ||
				(y == y_start + 4 && x == x_end - 23) ||
				(y == y_start + 4 && x == x_end - 27) ||
				(y == y_start + 4 && x == x_end - 32)) oled_data <= 16'h1be1;
		else if ((y == y_start + 4 && x == x_end - 0) ||
				(y == y_start + 4 && x == x_end - 7) ||
				(y == y_start + 4 && x == x_end - 12) ||
				(y == y_start + 4 && x == x_end - 16) ||
				(y == y_start + 4 && x == x_end - 18) ||
				(y == y_start + 4 && x == x_end - 25) ||
				(y == y_start + 4 && x == x_end - 30) ||
				(y == y_start + 4 && x == x_end - 34) ||
				(y == y_start + 5 && x == x_end - 8) ||
				(y == y_start + 5 && x == x_end - 15) ||
				(y == y_start + 5 && x == x_end - 26) ||
				(y == y_start + 5 && x == x_end - 33) ||
				(y == y_start + 6 && x == x_end - 0) ||
				(y == y_start + 6 && x <= x_end - 4 && x >= x_end - 5 ) ||
				(y == y_start + 6 && x <= x_end - 7 && x >= x_end - 9 ) ||
				(y == y_start + 6 && x <= x_end - 12 && x >= x_end - 13 ) ||
				(y == y_start + 6 && x <= x_end - 15 && x >= x_end - 16 ) ||
				(y == y_start + 6 && x == x_end - 18) ||
				(y == y_start + 6 && x <= x_end - 22 && x >= x_end - 23 ) ||
				(y == y_start + 6 && x <= x_end - 25 && x >= x_end - 27 ) ||
				(y == y_start + 6 && x <= x_end - 30 && x >= x_end - 31 ) ||
				(y == y_start + 6 && x <= x_end - 33 && x >= x_end - 34 ) ||
				(y == y_start + 7 && x <= x_end - 0 && x >= x_end - 35 ) ||
				(y == y_start + 8 && x <= x_end - 0 && x >= x_end - 35 ) ||
				(y == y_start + 9 && x <= x_end - 0 && x >= x_end - 35 ) ||
				(y == y_start + 10 && x <= x_end - 0 && x >= x_end - 35 ) ||
				(y == y_start + 11 && x <= x_end - 0 && x >= x_end - 35 ) ||
				(y == y_start + 12 && x <= x_end - 0 && x >= x_end - 35 ) ||
				(y == y_start + 13 && x <= x_end - 0 && x >= x_end - 35 ) ||
				(y == y_start + 14 && x <= x_end - 0 && x >= x_end - 35 ) ||
				(y == y_start + 15 && x <= x_end - 0 && x >= x_end - 35 ) ||
				(y == y_start + 16 && x <= x_end - 0 && x >= x_end - 35 ) ||
				(y == y_start + 17 && x <= x_end - 0 && x >= x_end - 35 ) ||
				(y == y_start + 18 && x <= x_end - 0 && x >= x_end - 35 ) ||
				(y == y_start + 19 && x <= x_end - 0 && x >= x_end - 35 ) ||
				(y == y_start + 20 && x <= x_end - 0 && x >= x_end - 35 ) ||
				(y == y_start + 21 && x <= x_end - 0 && x >= x_end - 35 ) ||
				(y == y_start + 22 && x <= x_end - 0 && x >= x_end - 35 ) ||
				(y == y_start + 23 && x <= x_end - 0 && x >= x_end - 35 ) ||
				(y == y_start + 24 && x <= x_end - 0 && x >= x_end - 35 ) ||
				(y == y_start + 25 && x <= x_end - 0 && x >= x_end - 35 ) ||
				(y == y_start + 26 && x <= x_end - 0 && x >= x_end - 35 ) ||
				(y == y_start + 27 && x <= x_end - 0 && x >= x_end - 35 ) ||
				(y == y_start + 28 && x <= x_end - 0 && x >= x_end - 35 ) ||
				(y == y_start + 29 && x <= x_end - 0 && x >= x_end - 35 ) ||
				(y == y_start + 30 && x <= x_end - 0 && x >= x_end - 35 ) ||
				(y == y_start + 31 && x <= x_end - 0 && x >= x_end - 35 ) ||
				(y == y_start + 32 && x <= x_end - 0 && x >= x_end - 35 ) ||
				(y == y_start + 33 && x <= x_end - 0 && x >= x_end - 35 ) ||
				(y == y_start + 34 && x <= x_end - 0 && x >= x_end - 35 ) ||
				(y == y_start + 35 && x <= x_end - 0 && x >= x_end - 35 ) ||
				(y == y_start + 36 && x <= x_end - 0 && x >= x_end - 35 ))  oled_data <= 16'h69c2;
		else if ((y == y_start + 4 && x == x_end - 1) ||
				(y == y_start + 4 && x == x_end - 4) ||
				(y == y_start + 4 && x == x_end - 8) ||
				(y == y_start + 4 && x == x_end - 11) ||
				(y == y_start + 4 && x == x_end - 17) ||
				(y == y_start + 4 && x == x_end - 19) ||
				(y == y_start + 4 && x == x_end - 22) ||
				(y == y_start + 4 && x == x_end - 26) ||
				(y == y_start + 4 && x == x_end - 29) ||
				(y == y_start + 4 && x == x_end - 35) ||
				(y == y_start + 5 && x <= x_end - 0 && x >= x_end - 7 ) ||
				(y == y_start + 5 && x <= x_end - 9 && x >= x_end - 14 ) ||
				(y == y_start + 5 && x <= x_end - 16 && x >= x_end - 25 ) ||
				(y == y_start + 5 && x <= x_end - 27 && x >= x_end - 32 ) ||
				(y == y_start + 5 && x <= x_end - 34 && x >= x_end - 35 ) ||
				(y == y_start + 6 && x <= x_end - 1 && x >= x_end - 3 ) ||
				(y == y_start + 6 && x == x_end - 6) ||
				(y == y_start + 6 && x <= x_end - 10 && x >= x_end - 11 ) ||
				(y == y_start + 6 && x == x_end - 14) ||
				(y == y_start + 6 && x == x_end - 17) ||
				(y == y_start + 6 && x <= x_end - 19 && x >= x_end - 21 ) ||
				(y == y_start + 6 && x == x_end - 24) ||
				(y == y_start + 6 && x <= x_end - 28 && x >= x_end - 29 ) ||
				(y == y_start + 6 && x == x_end - 32) ||
				(y == y_start + 6 && x == x_end - 35)) oled_data <= 16'h4101;
	end
endmodule
==> results.cfg <==
; yosys + openroad results
[status]
status = completed

[synth]
ys_cells = 1541
synth_top_cell_by_count = ha_1
synth_cells = 1541
compound_area_frac = 0.2799
ys_top_cells_by_area = ha_1, xnor2_1, a21oi_1
numSynthFlops = 11
async_flop_share = 0
syn_area_sq_um = 10890
ff_type = dlxtn_1
ys_area_sq_um = 10890
synth.area.mux_share = 0.01321
ys_top_logic_family = AND-OR/OR-AND gates
edf_count = 0
top_area_frac = 0.2459
simple_gate_share = 0.2255
largest_area_cell = ha_1
syn_avg_cell_area_sq_um = 7.067
synth_cell_types = 88
ys_sh_adder = 0.2459
synth-xor-area-share = 0.1595
top_cells_by_count = ha_1, a21oi_1, xnor2_1
ys_warn_count = 1

[pwr]
seq_power_share = 0.008
p_int_mw = 0.4109
vdd_drop_max_v = 0.00008565
p_per_area_nw_per_um2 = 91.74
p_clk_frac = 0
swShare = 0.6142
combPwrFrac = 0.992
netSwitchingPower_mw = 0.6542
p_leak_nw = 4.856

[global_route]
grt_pass1_vias = 10740
grt_antenna_before_repair = 0
grt_use_total = 0.4024
grt_max_degree = 35
grt.overflow.total = 0
grt_pass1_wl_um = 65980

[route]
dr.first_iter.drc_count = 1239
antennaDiodeCount = 0
detail_route.wl_per_cell_um = 24.32
vias = 11980
routed_wl_um = 44340
dr.pass1.iters = 5
drc = 0
ant_nets = 0
vias_per_cell = 6.570

[timing]
finalSetupTns_ns = 0
rsz0062_at_grt = no
timing.hold.ws_ns = 4.151
untimed_endpoints = 25
maxSlewHeadroom = 0.2882
fin_crit_sh = 0.9364
fmax_ghz = 0.1548
tightest_slew_ns = 1.064
finalHoldViolations = 0
final-max-slew-violation-count = 0
post-route-min-period_ns = 6.461
setup_viol = 0
unclocked_regs = 11

[layout]
logic_area_sq_um = 10080
synthToLayoutAreaGrowth_pct = 6.606
final-seq-area_sq_um = 165.2
n_fill_cell = 2143
regMostFlops = oled_data
drive_above_1_share = 0.05168
largest_reg_flops = 11
reg.largest.list = oled_data: 11 flops

[critical_path]
cp.arrival_ns = 5.08
path_class = in2out
cp_max_fo = 9
start_kind = input pin
critPathRequiredTime_ns = 5.52
cp-end-kind = primary output

[clock_tree]
cts_hold_buffers = 0
ctsResizeCount = 0
cts_setup_buffers = 0

[floorplan]
num_rows = 53
fp-utilization = 0.5132
die_y_um = 149.6
core-area_sq_um = 21220
die_area_sq_um = 22380
die-width_um = 149.6
io_pins = 53

[placed_design]
portBuffers = 47
hpwl_um = 33350
gp_congestion = 1.077

[hold_path]
hold_class = in2out

[flow_run]
log.warning_count = 80
drv_cap = 0
==> logic make-up after synthesis <==
| logic type | Yosys count |
|---|---|
| buffers and inverters | 153 |
| multiplexers | 14 |
| adder cells (fa/ha/maj) | 214 |
| AND/OR/NAND/NOR | 482 |
| other | 1 |
| latches | 11 |
| XOR/XNOR | 187 |
| AND-OR/OR-AND | 479 |
==> routing by layer <==
metal,share of wire,global-route usage
met5,0,0
met4,0.025,0.08418
met3,0.15,0.1463
met2,0.38,0.5456
met1,0.45,0.5989
==> layout by cell type (no fill, tap or decap), drive strengths merged, types with 5 or more instances in the layout <==
| master | n |
|---|---|
| a2111oi | 5 |
| a211o | 8 |
| a211oi | 24 |
| a21boi | 11 |
| a21o | 33 |
| a21oi | 166 |
| a221oi | 8 |
| a22oi | 6 |
| a31oi | 29 |
| and2 | 8 |
| and3 | 18 |
| and4 | 8 |
| buf | 47 |
| clkdlybuf4s50 | 42 |
| dlxtn | 11 |
| ha | 214 |
| inv | 68 |
| mux2i | 11 |
| nand2 | 145 |
| nand2b | 19 |
| nand3 | 46 |
| nand4 | 46 |
| nor2 | 85 |
| nor2b | 23 |
| nor3 | 37 |
| nor3b | 10 |
| nor4 | 8 |
| o211ai | 14 |
| o21a | 5 |
| o21ai | 93 |
| o21bai | 7 |
| o221ai | 11 |
| o31ai | 6 |
| o32ai | 5 |
| or3 | 8 |
| xnor2 | 167 |
| xor2 | 17 |
==> power groups by stage <==
stage / Sequential [mW] / Clock (mW) / Combinational (mW)
after global routing: 0.00867 / 0 / 1.15
final: 0.00835 / 0 / 1.06
after CTS: 0.00844 / 0 / 1.02
==> layout make-up <==
type | count | area share
flip-flops and latches | 11 | 0.01423
well taps | 275 | 0.02964
multi-input cells | 1378 | 0.8680
repair buffers | 89 | 0.06552
inverters | 70 | 0.02263
==> stage by stage <==
step / power, mW / cell area (sq um) / instances / setup slack (ns) / util
floorplan: 0.7220 / 10890 / 1542 / 1.566 / -
global placement: 1.022 / 11610 / 1823 / 0.5194 / 0.5471
detailed placement: 1.027 / 11610 / 1823 / 0.5070 / 0.5471
CTS: 1.032 / 11610 / 1823 / 0.4744 / 0.5471
global route: 1.157 / 11610 / 1823 / 0.2687 / 0.5471
finish: 1.065 / 11610 / 1823 / 0.4390 / 0.5471
==> worst max-delay path, stage by stage <==
cell             delay [ns]
clkdlybuf4s50_1        0.60
buf_4                  0.22
ha_1                   0.27
nand2b_1               0.37
xnor2_1                0.20
inv_1                  0.07
ha_1                   0.31
a21o_1                 0.12
a21o_1                 0.10
a2111oi_0              0.09
or3b_2                 0.58
a311oi_1               0.26
clkdlybuf4s50_1        0.51
==> path summary, 6_finish.rpt <==
path / from / to / slack (ns) / cells after the start
worst min-delay path: y[7] / print_block / 4.15 / 5
worst max-delay path: x_end[1] / print_block / 0.44 / 13
Power is estimated from default activity; no workload was simulated.
